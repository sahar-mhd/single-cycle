**flow/run.sh**
```bash
#!/bin/bash
# OpenROAD 26Q1-2900-gdf79404cd8, Yosys 0.63+post, stock flow scripts
make -C /OpenROAD-flow-scripts/flow DESIGN_CONFIG=/design/flow/config.mk WORK_HOME=/design/flow/orfs finish
```
**flow/config.mk**
```make
export PLATFORM = sky130hd
export DESIGN_NAME = ALU
export DESIGN_NICKNAME = ALU
export VERILOG_FILES = /design/flow/design.v
export SDC_FILE = /design/flow/constraint.sdc
export NUM_CORES = 4
export LEC_CHECK = 1
export CORE_UTILIZATION = 50
```
**flow/constraint.sdc**
```tcl
current_design ALU

set clk_period 14.3
set clk_io_pct 0.2

create_clock -name clk0 -period $clk_period

set non_clock_inputs [all_inputs -no_clocks]
set_input_delay [expr $clk_period * $clk_io_pct] -clock clk0 $non_clock_inputs
set_output_delay [expr $clk_period * $clk_io_pct] -clock clk0 [all_outputs]
```
**flow/design.v**
```verilog
module ALU(input [31:0] data1,data2,input [3:0] aluoperation,output reg [31:0] result,output reg zero,lt,gt);
  always@(aluoperation,data1,data2)
  begin
    case (aluoperation)
      4'b0010 : result = data1 + data2;  
      4'b0011 : result = data1 - data2;  
      4'b0000 : result = data1 & data2;  
      4'b0001 : result = data1 | data2;  
      4'b0100 : result = data1 ^ data2;  
      4'b0111 : begin    
                if(data1 < data2) begin
			result = 32'd1;
                end else begin
			result = 32'd0;
		end
		end	                 
      default : result = data1 + data2;  
    endcase
    if(data1>data2)
      begin
       gt = 1'b1;
       lt = 1'b0; 
      end else if(data1<data2)
      begin
       gt = 1'b0;
       lt = 1'b1;  
      end
    if (result==32'd0) zero=1'b1;
    else zero=1'b0;
  end
endmodule
module testbench1;
  reg [31:0] d1,d2;   
  reg [3:0] aluop;    
  wire [31:0] r;  
  wire gt,lt,z;  
  ALU u0(d1, d2, aluop, r, z, lt, gt);
  initial begin
    #5
    d1=31'd1;
    d2=31'd2;
    aluop=4'b0000;
    #20
    aluop=4'b0011;
  end
  initial repeat(1000)#2 d1=d1+1;
endmodule
```
==> impl_metrics.tcl <==
# yosys + openroad results
set metrics [dict create \
    status "complete, no violations" \
    warnings 97 \
    cp_num_buf_inv 4 \
    ys.warnings.count 1 \
    floorplan.die.height_um 109 \
    grt_overflow_total 0 \
    vdd.ir_drop.worst_v 0.0000254 \
    unconstrained_endpoints 4 \
    largest_net_degree_at_the_start_of_global_routing 40 \
    post_cts.resized_instances 0 \
    synth.top_cell.area_share_pct 20.9 \
    rsz0062_at_grt "false" \
    cpMaxStageDelayCell "ha_1" \
    detail-route-antenna-nets 0 \
    detailedPlacementHpwl_um 15900 \
    end_kind "primary output" \
    area_growth_from_synthesis_to_layout_pct 18.7 \
    numSynthFlops 2 \
    least_margin_pin_slew_ps 957 \
    ys_sh_xor_pct 0.153 \
    totalNegativeSetupSlack_ps 0 \
    synthesis.area_per_instance_um2 6.55 \
    boundaryPins 103 \
    gpl.final_weighted_congestion 1.10 \
    fp_util_pct 52.0 \
    power.clock.fraction_pct 0 \
    vias_in_the_first_global_route 6095 \
    grt_pass1_wl_um 31300 \
    holdBufCountCts 0 \
    cell_internal_pwr_mw 0.128 \
    post_synth_instance_area_um2 5740 \
    fill_cell_count 989 \
    worst_ep_required_time_ps 11440 \
    holdCritPathClass "input pin to primary output" \
    detailed_route_drc_error_count 0 \
    die.size.x_um 109 \
    unclocked_pins 2 \
    share_comb_of_total_power_pct 99.9 \
    power.net_switching_mw 0.159 \
    fp.coreArea_um2 11000 \
    synthTopCellsByArea "ha_1 21%, a21oi_1 6.5%, inv_1 6.3%" \
    critical_path.startpoint_type "input pin" \
    wl_met3_um 2060 \
    yosys.cell_types.count 84 \
    finalWorstPathRequiredPeriod_ps 10790 \
    worstHoldStart "data2[3]" \
    wirelength_um 20000 \
    synth.top_cells.by_count "97 x inv_1, 96 x ha_1, 85 x nor2_1" \
    timing.final.crit_share_pct 75.5 \
    synth.comb.largest_family "AND-OR/OR-AND gates" \
    port_buffers 103 \
    total_die_area_um2 11900 \
    avgRoutedWirePerCell_um 18.6 \
    avgViaCountPerCell 6.48 \
    enable_flop_cells 0 \
    switching_share_pct 55.4 \
    ys_area_um2 5740 \
    cp_cell_sequence "clkdlybuf4s50_1 -> inv_1 -> ha_1 -> inv_1 -> a221oi_1 -> nand2_1 -> a2111oi_0 -> mux2i_1 -> o21ai_1 -> or4_1 -> nor4_1 -> nand4b_1 -> nor4_1 -> nor4b_2 -> clkdlybuf4s50_1" \
    layout-drive-gt1-share_pct 4.59 \
    final_design_area_no_fill_um2 6810 \
    path_max_fanout 16 \
    yosys.area_share.aoi_pct 40.7 \
    cell_type_with_the_largest_total_area_after_synthesis "ha_1" \
    cp_data_arrival_time_ps 7930 \
    yosys-stat-cells 876 \
    timing.final.max_slew_violations 0 \
    post_synth_fa_ha_maj_area_fraction_pct 21.6 \
    netlist_instances 876 \
    grt_use_total_pct 34.0 \
    worstHoldPathCells 5 \
    maxSlewHeadroom_pct 36.0 \
    timing.hold.worst_endpoint "result[3]" \
    top_layer "met4" \
    simple_gate_share_pct 25.5 \
    antennaDiodeCount 0 \
    core.rowCount 38 \
    post_synthesis_cell_type_with_the_largest_instance_count "inv_1" \
    report.final.setup_viol 0 \
    drt_pre_antenna_iters 6 \
    routedLengthMet1_um 9040 \
    critPathKind "input pin to primary output" \
    via_count 6980 \
    max_freq_mhz 92.7 \
    finish.utilization_pct 61.7 \
    maximum_single_stage_delay_on_the_critical_path_ps 620 \
    worst_path_dominant_cell_family "simple AND/OR/NAND/NOR gates" \
    synth.mux.area_fraction_pct 1.29 \
    pwr-share-seq_pct 0.1 \
    hold_viol 0 \
    antenna_found_initial 0 \
    cts.repair_timing.setup_buffer_count 0 \
    power.leakage_nw 3.08 \
    met2_wirelength_um 8340 \
    drt_iter0_drc 650 \
    powerDensity_nw_per_um2 42.2 \
    cap_violations 0 \
    dpl_cell_area_um2 6810 \
    post_synth_top_flop "dlxtn_1" \
    asyncSetResetFlopFracSynth_pct 0 \
]
power groups by stage:
stage     sequential [mW]  combinational (mW)  clock, mW
4_1_cts          0.000169               0.281          0
5_1_grt          0.000169               0.314          0
6_report         0.000169               0.287          0
cell families after synthesis:
group,count (synthesis)
compound gates,331
fa+ha+maj,98
simple gates,289
buf+inv,148
mux,7
xor+xnor,1
latches,2
worst max path at each step:
stage        start   end  slack [ps]  cells past startpoint
5_1_grt   data1[5]  zero        3170                     15
4_1_cts   data1[5]  zero        3580                     15
6_report  data1[5]  zero        3510                     15
layer usage:
| metal | global-route usage (%) | vias to the layer above |
|---|---|---|
| met2 | 52.0 | 413 |
| met3 | 4.45 | 50 |
| met4 | 7.53 | 0 |
| met5 | 0 | - |
| li1 | - | 3387 |
| met1 | 50.3 | 3130 |
final cells by class:
cell class                      count  area (um2)  area share [%]
Multi-Input combinational cell    726        5140            75.5
Timing Repair Buffer              112        1100            16.1
Inverter                           97         364            5.35
Tap cell                          140         175            2.57
Sequential cell                     2        30.0           0.441
state kept, by name, indices dropped and copies added, names as in the netlist:
name and count:
lt 1, gt 1
placed cells by master (no fill, tap or decap), types with 12 or more instances in the layout:
cell type	count
clkdlybuf4s50_1	103
nand2_1	67
o31ai_1	12
a211oi_1	15
nor2_1	85
nand3_1	18
nor3_1	19
and3_1	12
inv_1	97
ha_1	96
o211ai_1	15
o21ai_0	54
a21oi_1	74
a31oi_1	12
a21o_1	22
a211o_1	12
metrics by stage:
stage          hold WS [ps]  setup WS (ps)  power [mW]  cells
2_1_floorplan          5960           5540       0.172    876
3_3_place_gp           7020           3620       0.278   1077
5_1_grt                7100           3170       0.314   1077
6_report               7010           3510       0.287   1077
3_5_place_dp           7010           3610       0.279   1077
4_1_cts                7020           3580       0.282   1077
No activity file was given, so power comes from the tool's default toggle rates.
