==> config.mk <==
export PLATFORM = sky130hd
export DESIGN_NAME = MUX_32bit_2to1
export DESIGN_NICKNAME = MUX_32bit_2to1
export VERILOG_FILES = /design/flow/design.v
export SDC_FILE = /design/flow/constraint.sdc
export NUM_CORES = 4
export LEC_CHECK = 1
export CORE_AREA = 10 10 70 70
export DIE_AREA = 0 0 80 80
==> constraint.sdc <==
current_design MUX_32bit_2to1

set clk_period 1.0
set clk_io_pct 0.2

create_clock -name clk0 -period $clk_period

set non_clock_inputs [all_inputs -no_clocks]
set_input_delay [expr $clk_period * $clk_io_pct] -clock clk0 $non_clock_inputs
set_output_delay [expr $clk_period * $clk_io_pct] -clock clk0 [all_outputs]
==> design.v <==
module FUM_MIPS ();
reg clk;
wire [31:0] Instruction;  
wire [4:0] WriteRegister;    
wire [31:0] ReadData1, ReadData2;
wire [31:0] Instruction_15_0_SignExtended;
wire [31:0] ALUSrc2, ALUResult;   
wire [31:0] DataMemory_ReadData;
wire [31:0] BranchOrPC;     
wire [31:0] BranchAddress;
reg  [31:0] ProgramCounter;    
wire [31:0] RegisterFile_WriteData;    
wire [31:0] JumpAddress;
wire [31:0] FinalPC, ProgramCounterPlus2;    
wire RegDst, ALUSrc, MemtoReg, RegWrite, MemRead, MemWrite, Jump, Beq, Bne;
wire [3:0] ALU_ControlOut;      
wire Zero, gt,lt;
wire Branch;   
reg  [31:0] temp;    
  initial begin
    temp <= 32'd0;
    ProgramCounter <= 32'd0;
    clk <= 0;
  end
  always #10 clk = ~clk;
  always @(posedge clk)    
  begin
   ProgramCounter = temp;
   #1
   temp = FinalPC[31:0];
  end
assign Branch = (Beq & Zero) | (Bne & !(Zero));
assign JumpAddress = {ProgramCounter[31:25] , Instruction[25:0]};  
MUX_5bit_2to1  RegDst_Multiplexer(Instruction[20:16], Instruction[15:11], WriteRegister, RegDst);  
MUX_32bit_2to1 ALUSrc_Multiplexer(Instruction_15_0_SignExtended, ReadData2, ALUSrc2, ALUSrc);  
MUX_32bit_2to1 MemtoReg_Multiplexer(DataMemory_ReadData, ALUResult, RegisterFile_WriteData, MemtoReg);  
MUX_32bit_2to1 Branch_Multiplexer(BranchAddress, ProgramCounterPlus2, BranchOrPC, Branch);
MUX_32bit_2to1 Jump_Multiplexer(JumpAddress, BranchOrPC, FinalPC, Jump);
IMemBank InstructionMemory(1'b1, ProgramCounter, Instruction);   
RegFile RegisterFile(clk, Instruction[25:21], Instruction[20:16], WriteRegister, RegisterFile_WriteData, RegWrite, ReadData1, ReadData2);
ALU Alu(ReadData1, ALUSrc2, ALU_ControlOut, ALUResult, Zero, lt, gt);
DMemBank DataMemory(MemRead, MemWrite, ALUResult[7:0], ReadData2, DataMemory_ReadData);
ControlUnit Control(Instruction[31:26], Instruction[5:0],
                    RegDst, ALUSrc, MemtoReg, RegWrite,
                    MemRead, MemWrite, Jump, Beq, Bne,ALU_ControlOut);
Add_32 addadd(ProgramCounterPlus2[31:0], Instruction_15_0_SignExtended[31:0], BranchAddress[31:0]);    
SignExtend_32_bit Instruction_15_0_SignExtend(Instruction[15:0], Instruction_15_0_SignExtended, clk);
Add_PC ProgramCounter_Adder(temp, ProgramCounterPlus2[31:0], clk);   
endmodule
module Add_32(input [31:0] src1, src2, output reg [31:0] out);
always @(*)
    begin
        out = src1 + src2;
    end
endmodule
module SignExtend_32_bit(input[15:0] src,output reg [31:0] out,input clk);
always @(*) begin
    if(src[15])
      out = {16'b1111_1111_1111_1111 , src};
    else
      out = {16'd0 , src};
end
endmodule
module Add_PC(input [31:0] src, output reg  [31:0] out, input clk);
always @(*)
    begin
        out = src + 32'd1;
    end
endmodule
module MUX_32bit_2to1(p1, p2, out , sel);
input [31:0] p1;
input [31:0] p2;
input sel;
output reg [31:0] out;
always@(sel,p1,p2) begin
  if (sel==1'b1) begin
   out = p1;
  end 
  else begin 
   out = p2;
  end
end
endmodule
module MUX_5bit_2to1(p0, p1, out , sel);
input [4:0] p0;
input [4:0] p1;
input sel;
output reg [4:0] out;
always@(sel,p0,p1) begin
  if (sel==1'b1) begin
   out = p1;
  end 
  else begin
   out = p0;
  end
end
endmodule
==> run.sh <==
#!/bin/bash
# OpenROAD 26Q1-2900-gdf79404cd8, Yosys 0.63+post, stock flow scripts
make -C /OpenROAD-flow-scripts/flow DESIGN_CONFIG=/design/flow/config.mk WORK_HOME=/design/flow/orfs finish
==> deck_impl_summary.md <==
Physical Implementation Snapshot

Power and ir drop
  • Leakage power total: 0.903 nW
  • Power per cell area: 390 mW/mm2
  • Peak supply drop: 182 uV

Global routing
  • Initial antenna violation count: 0
  • GRT Total Usage: 7.80%
  • Largest net degree at the start of global routing: 8
  • First-pass GRT wire length: 4.11 mm
  • Vias in the first global route: ~760
  • Grt total ovfl: 0

Drt
  • N_diodes: 0
  • DR vias/cell: 3.69
  • Post-DRT Antenna Nets: 0
  • DRT Wirelength: ~2.7 mm
  • Vias: 694
  • DRT iter0 DRCs: 2
  • First-pass detailed-route iteration total: 2
  • DRC: 0
  • WL per Instance: 14.6 um

Placement
  • DP Cell Count: around 180
  • Gp weighted congestion: 0.759
  • Input/output buffers: 97
  • Placed Instance Area: 0.00154 mm2
  • Post-DP HPWL: around 2.5 mm

Critical path
  • CP Capture Type: primary output
  • Crit path DRT: 0.80 ns
  • CP Max Fanout: 7
  • Critical path class: input pin to primary output
  • Worst EP arrival: about 0.97 ns
  • Worst setup SP type: input pin

Final timing
  • Peak Freq: 853 MHz
  • Sum Neg Setup Slack: -4.42 ns
  • Worst Tran Pin Value: 0.0783 ns
  • RSZ-0062 raised after global routing: true
  • Setup ws final: -0.172 ns
  • Worst slew margin: 94.8%
  • Cycle use final: 117%
  • Slew Limit Fails: 0
  • Finish-stage setup viols: 32
  • Hold Vio Cnt, Final: 0
  • Post-route minimum period: 1.17 ns

Die
  • Core area: 0.00342 mm2
  • FP Rows: 21
  • Die y size: 80 um
  • Die ar.: 0.00640 mm2
  • Init Core Util: ~16%
  • Die W: around 80 um
  • IO Count: 97

Synth
  • Tally of yosys warning messages: 1
  • Chip Area, Yosys: 544 um2
  • Ys cells: 36
  • Post-Syn Area: 544 um2
  • Unique masters post-synth: 4
  • Register share after synthesis: 0%
  • Syn Area/Cell: between 15 and 20 um2
  • Syn Inst Count: 36

Run status
  • Status: finished, violations left
  • Failing checks: setup timing

Layout
  • Area Growth Syn to Fin: 198%
  • FF/Latch Area: 0 um2
  • Clkbuf count: 0
  • Ratio of cells with drive above 1 in the final layout: 54.9%
  • Most frequent cells in the layout: dlygate4sd2_1, mux2_4, buf_6, buf_2, clkdlybuf4s50_1
  • Final Instance Area: 0.00162 mm2
  • Most frequent logic cell in the layout: dlygate4sd2_1
  • Layout Cells excl Fill: 188
  • Flop count: 0
  • Fin util: roughly 47%

Flow run
  • # Max-Cap Violations: 0
  • Tool Warnings: 34

Worst hold path
  • Hold Path Depth: 3
  • Worst Hold Class: input pin to primary output

Clock tree
  • # hold bufs at CTS: 0
==> what timing repair did <==
action | in CTS | in global routing
buffers inserted | 11 | 0
cloned | 0 | 0
gates resized | 180 | 12
endpoints found under the setup margin | 32 | 32
==> cell type report <==
cell class	count	area (um2)
Fill cell	327	1790
Timing Repair Buffer	110	1080
Multi-Input combinational cell	32	480
Tap cell	46	57.6
==> worst paths after layout <==
check  startpoint  endpoint  slack (ns)
max           sel   out[30]       -0.17
min        p1[21]   out[21]        0.69
==> synth_stat cells <==
| library cell | n | share of area, % |
|---|---|---|
| mux2_2 | 2 | 4.1 |
| buf_6 | 1 | 2.1 |
| mux2_4 | 30 | 83 |
| buf_12 | 3 | 11 |
==> layer usage <==
layer / up-vias / track usage, % / share of wire [%]
met5: - / 0 / 0
met3: 0 / 2.73 / 11
met2: 51 / 14.1 / 51
met1: 293 / 9.10 / 38
met4: 0 / 0 / 0
li1: 350 / - / -
==> through the flow <==
stage | worst slack [ns] | total power, W | hold WS (ns)
detailed placement | -0.496 | 0.000659 | 1.33
floorplan | 0.0669 | 0.000206 | 0.498
global route | -0.194 | 0.000678 | 0.706
global placement | -0.494 | 0.000656 | 1.33
CTS | -0.177 | 0.000624 | 0.798
finish | -0.172 | 0.000633 | 0.691
==> worst max-delay path, cell delays in order <==
cell    delay, ns
buf_8        0.11
buf_12       0.13
buf_12       0.13
mux2_4       0.29
buf_6        0.11
==> kinds of logic (layout without fill, tap and decap cells) <==
logic type | count (synthesis) | after routing | share of synthesized area (%)
mux | 32 | 32 | 86.9
buf+inv | 4 | 110 | 13.1
==> report_power, final <==
part | switching, W | internal [W]
registers | 0 | 0
clock network | 0 | 0
logic | 0.000135 | 0.000498
Power is estimated from default activity; no workload was simulated.
