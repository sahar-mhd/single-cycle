[flow/config.mk]
export PLATFORM = sky130hd
export DESIGN_NAME = RegFile
export DESIGN_NICKNAME = RegFile
export VERILOG_FILES = /design/flow/design.v
export SDC_FILE = /design/flow/constraint.sdc
export NUM_CORES = 4
export LEC_CHECK = 1
export CORE_UTILIZATION = 50
[flow/run.sh]
#!/bin/bash
# OpenROAD 26Q1-2900-gdf79404cd8, Yosys 0.63+post, stock flow scripts
make -C /OpenROAD-flow-scripts/flow DESIGN_CONFIG=/design/flow/config.mk WORK_HOME=/design/flow/orfs finish
[flow/constraint.sdc]
current_design RegFile

set clk_period 10.0
set clk_io_pct 0.2

create_clock -name clk0 -period $clk_period [get_ports {clk}]

set non_clock_inputs [all_inputs -no_clocks]
set_input_delay [expr $clk_period * $clk_io_pct] -clock clk0 $non_clock_inputs
set_output_delay [expr $clk_period * $clk_io_pct] -clock clk0 [all_outputs]
[flow/design.v]
module RegFile (clk, readreg1, readreg2, writereg, writedata, RegWrite, readdata1, readdata2);
  input [4:0] readreg1, readreg2, writereg;
  input [31:0] writedata;
  input clk, RegWrite;
  output [31:0] readdata1, readdata2;
  reg [31:0] regfile [31:0];
  always @(posedge clk)
  begin
    regfile[0]=0;
	if (RegWrite) begin
	 	regfile[writereg] = writedata;
	end
  end
  assign readdata1 = regfile[readreg1];
  assign readdata2 = regfile[readreg2];
endmodule
module testbench2;
  reg clk,rw;               
  reg [4:0] rr1, rr2, wr;    
  reg [31:0] wd;   
  wire [31:0] rd1, rd2;  
  RegFile u0(clk, rr1, rr2, wr, wd, rw, rd1, rd2);
  initial begin
    clk=1'b0;
    #5
    wr=4'd1;
    rr1=4'd0;
    rr2=4'd0;
    wd=16'd10;
    #1
    rw=1'b1;
  end
  initial repeat(1000)#2 clk=~clk;
  initial repeat(15)#4 wr=wr+1;
  initial repeat(15)#4 wd=wd+10;
  initial repeat(100)#4 rr1=rr1+1;
  initial repeat(100)#4 rr2=rr2+1;
endmodule
==> job_summary.md <==
## PnR job results

| Metric | Value |
|---|---|
| Synth Cell Area | 0.0487 mm^2 |
| Cell mode on critical path | clkdlybuf4s50_1 |
| Worst setup EP type | primary output |
| Power Dens Cells | 174 mW/mm^2 |
| Top cell excl fill/tap | mux2i_1 |
| Worst slew pin tran | 0.900 ns |
| Worst Setup Path Type | in2out |
| Root Buffer Master | clkbuf_16 |
| Slew Limit Fails | 0 |
| Synth Warn # | 1 |
| Yosys cell count | 3,421 |
| IO Pins | 113 |
| Met3 GRT Util | 0.228 |
| #FFs+latches synth | 1,024 |
| Share of post-route cells with drive strength above 1 | 0.0873 |
| Pint | 7300 uW |
| TritonCTS clock tree | done |
| Remaining DRCs | 0 |
| Net Sw Power | 2180 uW |
| VDD IR-drop max | 0.000155 V |
| Die Wd | 314 um |
| Status | completed |
| Max-slew headroom | 0.398 |
| Final hold violations | 0 |
| GRT overflow | 0 |
| Worst path slowest cell | clkdlybuf4s50_1 |
| Total number of vias | 31.3k |
| Chip Area, Yosys | 0.0487 mm^2 |
| Multi-input gate area | 0.0170 mm^2 |
| Final Cycle Share | 0.742 |
| Final Setup Violations | 0 |
| Diodes inserted | 0 |
| Largest stage delay, worst path | 0.63 ns |
| Final Wtd Congestion | 0.869 |
| Detailed Place HPWL | 82,300 um |
| Sequential share of power | 0.504 |
| Largest net degree at the start of global routing | 97 |
| Combinational fraction of design power | 0.094 |
| Worst-path cell chain | clkdlybuf4s50_1, nor2b_4, buf_4, buf_12, a22o_1, nor3_1, a31oi_1, nand3_1, clkdlybuf4s50_1 |
| Max Cap Violations | 0 |
| Critical Path Source Type | input port |
| Worst hold-check path type | in2reg |
| Post-CTS sizing | 0 |
| Seq. cell area | 0.0304 mm^2 |
| DR vias/cell | 6.42 |
| CTS sink count | 1,024 |
| Busiest grt layer | met2 |
| Log Warnings | 26 |
| Highest clock rate | 135 MHz |
| Fp_density | 0.504 |
| Number of global-route vias before repair | 32.3k |
| Total die area | 0.0986 mm^2 |
| Routed WL | 153,000 um |
| Core area | 0.0966 mm^2 |
| Avg Inst Size Synth | 14.2 um^2 |
| Max reg flops | 1,024 |
| Crit path DRT | 8.00 ns |
| Met2 Use GR | 0.491 |
| Synthesis-to-layout area growth | 12.1% |
| Most frequent cells in the layout | mux2i_1 (1,024), edfxtp_1 (992), nand3_1 (194), nand2_1 (193) |
| Setup_tns | 0 ns |
| Clk pwr share | 0.403 |
| H-tree depth | 3 |
| Fin util | 0.565 |
| Total CTS buffers | 109 |
| Crit path arrival time | 5.42 ns |
| Leak | 0.0201 uW |
| CTS Buffer Depth | 3 |
| Port bufs | 112 |
| Rows | 114 |
| Pre-antenna DRT Iters | 7 |
| Initial antenna violation count | 0 |
| First DRT Iteration DRCs | 2,211 |
| GRT Total Usage | 0.341 |
| Yosys cell types | 27 |
| Met1 usage in global routing | 0.450 |
| Crit Path Max Fanout | 80 |
| Cts hold-fix bufs | 0 |
| Post-CTS Setup Bufs | 0 |
| Net Sw Frac | 0.230 |
| Reg clk slew, reported paths | 0.06 ns |
| Post-layout min period | 7.42 ns |
| Total power | 9480 uW |
| Fill count | 7,204 |
| Global-route wire length before repair | 220,000 um |
| Antenna Nets Post-Route | 0 |
| Part of the Yosys area used for sequential elements | 0.625 |
| Routed length per instance | 31.4 um |
| Syn Inst Count | 3,421 |
| Die H | 314 um |
| Unrepaired setup endpoints after global routing | false |
cell usage after synthesis:
| library cell | instances | area share |
|---|---|---|
| nand3b_1 | 5 | 0.00077 |
| clkbuf_1 | 80 | 0.0062 |
| a22o_1 | 128 | 0.023 |
| buf_4 | 57 | 0.0088 |
| and2_1 | 34 | 0.0044 |
| buf_1 | 11 | 0.00085 |
| or3b_1 | 1 | 0.00018 |
| mux2i_1 | 1024 | 0.21 |
| dfxtp_1 | 32 | 0.013 |
| or2_2 | 2 | 0.00026 |
| buf_2 | 66 | 0.0068 |
| nor2b_1 | 4 | 0.00051 |
| buf_6 | 37 | 0.0086 |
| nor3_1 | 64 | 0.0066 |
| a22oi_1 | 192 | 0.030 |
| or3_1 | 1 | 0.00013 |
| nand2b_1 | 4 | 0.00051 |
| a31oi_1 | 64 | 0.0082 |
| nand3_1 | 194 | 0.020 |
| nand2_1 | 195 | 0.015 |
| clkbuf_2 | 1 | 0.00010 |
| nor2_2 | 1 | 0.00013 |
| nor2_1 | 34 | 0.0026 |
| or3b_2 | 2 | 0.00036 |
| clkbuf_4 | 4 | 0.00062 |
| a21oi_1 | 192 | 0.020 |
| edfxtp_1 | 992 | 0.61 |
final timing paths:
check	startpoint	end	slack, ns	cells past startpoint
setup / recovery	readreg2[0]	readdata2[7]	2.58	9
hold / removal	writedata[27]	regfile[9][27]$_DFFE_PP_	2.15	2
metrics by stage:
stage / std cells / hold slack [ns] / worst slack, ns / instance area (um^2)
final: 4874 / 2.15 / 2.58 / 54500
after detailed placement: 4672 / 2.83 / 2.72 / 51200
after floorplan: 3421 / 2.10 / 4.95 / 48700
after CTS: 4874 / 2.12 / 2.70 / 54500
after global routing: 4874 / 2.16 / 2.51 / 54500
after global placement: 4672 / 2.83 / 2.72 / 51200
kinds of logic after synthesis:
| kind of cell | after synthesis | share of synthesized area |
|---|---|---|
| compound gates | 576 | 0.0806 |
| flops | 1024 | 0.625 |
| mux | 1024 | 0.211 |
| buf+inv | 256 | 0.0319 |
| simple gates | 541 | 0.0514 |
layer usage:
| layer | wire [um] | part of all wire | vias up |
|---|---|---|---|
| met4 | 4840 | 0.032 | 4 |
| met5 | 79 | 0.00052 | - |
| li1 | - | - | 13700 |
| met2 | 70100 | 0.46 | 1932 |
| met3 | 24400 | 0.16 | 302 |
| met1 | 53900 | 0.35 | 15400 |
power by group through the flow:
| stage | clock [uW] | combinational [uW] | sequential [uW] |
|---|---|---|---|
| after CTS | 3860 | 879 | 4780 |
| after global routing | 4030 | 940 | 4780 |
| final | 3820 | 888 | 4780 |
critical path: cells and delay by family:
family	cells	cell delay [ns]
buffers and inverters	4	2.05
AND/OR/NAND/NOR	3	0.68
AND-OR/OR-AND	2	0.59
cell type report:
cell class              instances  share of cell area
clock buffers                 169              0.0568
repair buffers                231              0.0401
clock inverters                33             0.00473
well taps                    1276              0.0293
flip-flops and latches       1024               0.558
multi-input cells            2141               0.311
Power figures rest on the tool's default switching activity, not on a simulated workload.
